==> flow/design.v <==
module Basic_PWM #(
    parameter R_bits=8
) (
    input [R_bits-1:0] duty,
    input clk, reset_n,
    output PWM_out
);
    reg [R_bits-1:0] q_reg, q_next;
    always @(posedge clk, negedge reset_n ) begin
        if (!reset_n)
            q_reg<='d0;
        else
            q_reg<=q_next;
    end
        always @(*) begin
            q_next = q_reg+1;
        end
        assign PWM_out = (q_reg<=duty);   
endmodule
==> flow/run.sh <==
#!/bin/bash
# OpenROAD 26Q1-2900-gdf79404cd8, Yosys 0.63+post, stock flow scripts
make -C /OpenROAD-flow-scripts/flow DESIGN_CONFIG=/design/flow/config.mk WORK_HOME=/design/flow/orfs finish
==> flow/config.mk <==
export PLATFORM = sky130hd
export DESIGN_NAME = Basic_PWM
export DESIGN_NICKNAME = Basic_PWM
export VERILOG_FILES = /design/flow/design.v
export SDC_FILE = /design/flow/constraint.sdc
export NUM_CORES = 4
export LEC_CHECK = 1
export CORE_AREA = 10 10 70 70
export DIE_AREA = 0 0 80 80
==> flow/constraint.sdc <==
current_design Basic_PWM

set clk_period 1.8
set clk_io_pct 0.2

create_clock -name clk0 -period $clk_period [get_ports {clk}]

set non_clock_inputs [all_inputs -no_clocks]
set_input_delay [expr $clk_period * $clk_io_pct] -clock clk0 $non_clock_inputs
set_output_delay [expr $clk_period * $clk_io_pct] -clock clk0 [all_outputs]
==> flow_summary.json <==
{
  "finalWorstSetupSlack_ns": -0.02657,
  "first_pass_iters": 4,
  "clock_skew_ns": 0.0009446,
  "dp_hpwl_um": 841.2,
  "antenna_cells_inserted": 0,
  "ys_cells": 48,
  "arrival_ns": 1.47,
  "die_x_um": 80,
  "area.combinational_um2": 339.1,
  "final_layout_size_suffix_gt1_share_pct": 36.23,
  "max_slew_margin_pct": 74.89,
  "grt_start_max_net_pins": 9,
  "power.leakage_nw": 0.3586,
  "routed-via-count": 410,
  "die_h_um": 80,
  "numCtsBuffers": 3,
  "hold_path.class": "in -> async",
  "violations": "negative setup slack",
  "areaGrowthSynthToFinish_pct": 62.34,
  "portBuffers": 10,
  "yosys.stat.seqShare_pct": 40.71,
  "clkSlewWorstSetupHoldPaths_ns": 0.05,
  "ys_area_um2": 491.7,
  "powerDensity_nw_per_um2": 450.9,
  "status": "complete, but fails checks",
  "cts_root_buf": "clkbuf_4",
  "yosys.cell_types.count": 15,
  "period_needed_ns": 1.827,
  "track_usage_pct": 3.287,
  "gp_congestion": 0.6924,
  "grt_pass1_wl_mm": 1.683,
  "r2r_cells": 5,
  "cts_tree": "done",
  "yosysWarnings": 1,
  "path_class": "reg -> out",
  "vdd_drop_max_uv": 238.2,
  "synthTopCellsByArea": "dfrtp_1 (41%), ha_1 (23%), xnor2_1 (7.1%), inv_1 (6.1%), a21oi_1 (4.1%)",
  "rsz0062_at_grt": "yes",
  "ant_nets": 0,
  "fp_util_pct": 14.40,
  "design.core.area_um2": 3416,
  "required_ns": 1.44,
  "crit_fanout": 2,
  "grt_pass1_vias": 408,
  "synth_area_per_cell_um2": 10.24,
  "drtIter0Drc": 9,
  "syn_area_um2": 491.7,
  "chipArea_um2": 6400,
  "h-tree-depth": 1,
  "hold_buffers": 0,
  "fmax_ghz": 0.5475,
  "clkLatencyLatePin_ns": 0.25,
  "worst_setup_path_start_kind": "flop",
  "routed_via_density": 3.565,
  "grt.overflow.total": 0,
  "worstMarginPinSlew_ns": 0.3755,
  "drv_slew": 0,
  "detail_route.wl_per_cell_um": 8.765,
  "antenna_found_initial": 0,
  "final_hold_viol_count": 0,
  "pin_count": 11,
  "largest_reg_flops": 8,
  "cts.sinks": 8,
  "finalSetupViolCount": 1,
  "drc_errors": 0,
  "finalSetupTns_ns": -0.02657,
  "top_area_cell": "dfrtp_1",
  "finalWirelength_mm": 1.008,
  "fin_hold_ws_ns": 0.3941,
  "numSynthFlops": 8,
  "final_min_period_over_clock_period_pct": 101.5,
  "yosysTopAreaCellShare_pct": 40.71,
  "regArea_um2": 200.2,
  "warning_count": 27,
  "endpoint_kind": "primary output",
  "clockBufferDepth": 2,
  "nFillCells": 368,
  "rows": 21,
  "maxCapViolCount": 0,
  "syn_inst": 48
}
[report_power, final]
group	total, mW	switching, mW	internal, mW
clock	0.133	0.0566	0.0760
combinational	0.0472	0.0211	0.0261
sequential	0.180	0	0.180
[worst paths after layout]
kind | start | endpoint | slack, ns
max reg2reg | q_reg[1] | q_reg[6] | 0.56
min reg2reg | q_reg[0] | q_reg[0] | 0.50
min | reset_n | q_reg[2] | 0.39
max | q_reg[1] | PWM_out | -0.03
min in group clk0 | q_reg[0] | q_reg[0] | 0.50
max in group asynchronous | reset_n | q_reg[4] | 1.14
[per-stage QoR]
stage	utilization (%)	cell area, um^2	worst slack (ns)	total power, mW	std cells
CTS	22.86	780.7	-0.1198	0.3651	115
detailed placement	20.55	701.9	-0.6725	0.2266	111
finish	23.37	798.3	-0.02657	0.3599	115
floorplan	-	491.7	0.3748	0.1981	48
global route	23.37	798.3	-0.1054	0.3803	115
global placement	20.55	701.9	-0.6723	0.2259	111
[repair_timing]
action                                  CTS  global route
pin swaps                                11             4
resized                                  21             4
hold endpoints to repair                  0             0
endpoints found under the setup margin    1             1
setup buffers                             1             0
[layout by cell type (no fill, tap or decap)]
master and instances:
nand4_1 3, inv_2 6, dfrtp_1 8, ha_1 2
xor2_1 2, nor2b_1 1, inv_1 2, nand2_1 2
buf_4 8, buf_2 1, clkbuf_4 3, xnor2_1 4
clkdlybuf4s50_1 1, dlygate4sd2_1 7, nand3_1 2, ha_2 1
and4_1 1, dlymetal6s2s_1 1, ha_4 6, o211ai_1 1
and3_1 1, o22ai_1 1, a21oi_1 4, o21ai_1 1
[worst max-delay path, stage by stage (launching register included)]
cell	delay [ns]
dfrtp_1	0.40
ha_4	0.27
nor2b_1	0.12
o211ai_1	0.09
a21oi_1	0.14
o22ai_1	0.08
buf_2	0.12
[cells in the mapped netlist]
cell and count:
ha_1 9, dfrtp_1 8, inv_1 8, a21oi_1 4, xnor2_1 4, nand4_1 3
nand2_1 2, nand3_1 2, xor2_1 2, and3_1 1, and4_1 1, nor2b_1 1
o211ai_1 1, o21ai_0 1, o22ai_1 1
[routing by layer]
| metal | vias to the layer above | part of all wire (%) | GRT usage (%) |
|---|---|---|---|
| li1 | 210 | - | - |
| met1 | 189 | 51 | 4.472 |
| met2 | 9 | 40 | 4.414 |
| met3 | 2 | 6.9 | 1.932 |
| met4 | 0 | 1.4 | 0.5282 |
| met5 | - | 0 | 0 |
[cell families after synthesis]
kind of cell,share of synthesized area [%]
AND/OR/NAND/NOR,11.71
adder cells (fa/ha/maj),22.90
XOR/XNOR,10.69
AND-OR/OR-AND,7.889
flip-flops,40.71
buffers and inverters,6.107
[final cells by class]
class	count	area share [%]
multi-input cells	32	42.48
flip-flops and latches	8	25.08
repair buffers	18	18.65
well taps	46	7.210
inverters	8	3.762
clock buffers	3	2.821
Power and IR drop assume default switching activity.
